==> flow/design.v <==
module uart_top #(parameter clk_freq=1000000, baudrate=9600)
				(input clk,
				input reset,
				input newd,
				input [8-1:0] din,
				input rx,
				output reg tx,
				output reg done_tx,
				output done_rx,
				output [8-1:0] dout);
	uart_tx #(clk_freq, baudrate) DUT_TX (.clk(clk), .reset(reset), .newd(newd), .din(din), .tx(tx), .done_tx(done_tx));
	uart_rx #(clk_freq, baudrate) DUT_RX (.clk(clk), .reset(reset), .rx(rx), .done_rx(done_rx), .dout(dout));
endmodule
module uart_tx #(parameter clk_freq = 1000000, baudrate = 9600)
				(input clk, reset,
				input newd,
                input [8-1:0] din,
				output reg tx,	 
				output reg done_tx);
	localparam clk_count = (clk_freq/baudrate);	 
  	enum bit {idle=1'b0, send=1'b1} state;	 
	int count, countbit;
	reg [8-1:0] temp;
	reg uclk=0;	 
	always@(posedge clk) begin
		if(count < clk_count/2) begin
			count <= count+1;
		end
		else begin
			count <= 0;
			uclk <= !uclk;
		end	
	end
	always@(posedge uclk) begin
		if(!reset) begin
			state 	<= idle;
			tx 		<= 1'b1;
			done_tx <= 1'b0;
		end
		else begin
			case(state)
				idle: begin
					countbit <= 1'b0;
					tx 		 <= 1'b1;
					done_tx  <= 1'b0;
					if(newd) begin
						state 	<= send;
						tx 		<= 1'b0;	 
						temp	<= din;		 
					end
					else begin
						state 	<= idle;
						tx 		<= 1'b1;
						done_tx <= 1'b0;
					end
				end
				send: begin
					if(countbit<=8-1) begin
						tx 		 <= temp[countbit];
						done_tx  <= 1'b0; 	 
                      	state 	 <= send;	 
						countbit <= countbit + 1;
					end
					else begin
						tx		 <= 1'b1;	 
						done_tx  <= 1'b1;
						state	 <= idle;
						countbit <= 0;
					end
				end
				default: begin
					state 	 <= idle;
					tx 		 <= 1'b1;
					done_tx	 <= 1'b0;
					countbit <= 0;
				end
			endcase
		end
	end
endmodule
module uart_rx #(parameter clk_freq=1000000, baudrate=9600)
	(input clk, reset,
	input rx,
	output reg done_rx,
	output reg [8-1:0] dout);
	localparam clk_count = clk_freq/baudrate;
	integer count=0;
	integer countbit=0;	 
	reg uclk=0;		 
	enum bit {idle = 1'b0, receive = 1'b1} state;
	always@(posedge clk) begin
        if (count < clk_count/2) begin
			count <= count+1;
		end
		else begin
			count <= 0;
			uclk  <= !uclk;
		end
	end
	always@(posedge uclk) begin
		if(!reset) begin
			state	 <= idle;
			done_rx  <= 1'b0;
			countbit <= 0;
			dout	 <= 0;
		end
		else begin
			case(state)
				idle: begin
					countbit <= 0;
					dout	 <= 0;
					done_rx  <= 1'b0;
					if(rx==1'b0)	 
						state <= receive;
					else
						state <= idle;
				end
				receive: begin
					if (countbit <= 8-1) begin
						dout 	 <= {rx,dout[7:1]};			 
						 done_rx  <= 1'b0;
						 countbit <= countbit+1;
                      	 state	  <= receive;
					end
					else begin
						state  	 <= idle;
						done_rx  <= 1'b1;
						countbit <= 0;
					end
				end
				default: begin
					state 	 <= idle;
					done_rx  <= 1'b0;
					countbit <= 0;
					dout 	 <= 'b0;
				end
			 endcase
		end
	end
endmodule
==> flow/run.sh <==
#!/bin/bash
# OpenROAD 26Q1-2900-gdf79404cd8, Yosys 0.63+post, stock flow scripts
make -C /OpenROAD-flow-scripts/flow DESIGN_CONFIG=/design/flow/config.mk WORK_HOME=/design/flow/orfs finish
==> flow/config.mk <==
export PLATFORM = sky130hd
export DESIGN_NAME = uart_top
export DESIGN_NICKNAME = uart_top
export VERILOG_FILES = /design/flow/design.v
export SDC_FILE = /design/flow/constraint.sdc
export NUM_CORES = 4
export LEC_CHECK = 1
export CORE_UTILIZATION = 30
==> flow/constraint.sdc <==
current_design uart_top

set clk_period 4.0
set clk_io_pct 0.2

create_clock -name clk0 -period $clk_period [get_ports {clk}]

set non_clock_inputs [all_inputs -no_clocks]
set_input_delay [expr $clk_period * $clk_io_pct] -clock clk0 $non_clock_inputs
set_output_delay [expr $clk_period * $clk_io_pct] -clock clk0 [all_outputs]
==> results.cfg <==
; yosys + openroad results
[status]
outcome = complete, no violations

[placed_design]
detailedPlacementHpwl_um = 8420
place.gp.congestion = 0.805
port_buffers = 22
dp_worst_setup_slack_ns = 1.97

[finish]
final_layout_top_logic_cell = nor2_1
most-common-layout-cells = 135 x nor2_1, 109 x dfxtp_1, 86 x xor2_1
fillers = 2258
final_layout_size_suffix_gt1_share_pct = 7.74
area_growth_pct = 12.9

[global_route]
antenna_found_initial = 0
first_global_vias = 4534
gr-usage-all-layers_pct = 10.8
grt_start_max_net_pins = 44
grt_first_pass_wirelength_um = 21400
grt_overflow_total = 0

[critical_path]
crit_required_ns = 4.02
end_kind = flop
cp_cell_sequence = o211ai_1 -> and4_1 -> a41oi_2 -> buf_4
critPathLaunchType = flop
critical_path.slowest_cell = a41oi_2
path_delay_family = AND-OR/OR-AND gates
critPathMaxStageDelay_ns = 0.54
setup.worst_path.class = flop to flop
worstPathMaxFanout = 20
buffer_and_inverter_tally_for_the_worst_setup_path = 1
cp_data_arrival_time_ns = 2.02

[clock_tree]
ctsRootBufferMaster = clkbuf_16
cts-resized-gates = 0
cts_tree = yes
cts_buffer_depth = 2
cts_buffer_count = 9
buffers_inserted_during_post_cts_setup_optimization = 0
clk_pin_slew_ns = 0.06
cts_hold_buffers = 0
cts-htree-levels = 3
clock_insertion_delay_at_the_later_pin_of_the_skew_report_ns = 0.33

[synthesis]
top_area_cell = dfxtp_1
ff_type = dfxtp_1
synthesis.area_per_instance_um2 = 9.80
synth_chip_area_um2 = 7030
mapped_cells = 717
netlist.area_leader.share_pct = 31.0
yosys_register_bits = 151
post_synth_num_cell_types = 53
synth.yosys.seq_area_share_pct = 49.0
edf_count = 42
post_synthesis_async_set_or_reset_flop_share_pct = 0
largest_cells_by_area = dfxtp_1 31%, edfxtp_1 18%, xor2_1 11%
yosysCellCount = 717
synth_warnings = 2
mappedNetlistArea_um2 = 7030

[floorplan]
die_area_um2 = 24000
fp.dieH_um = 155
row_count = 55
fp_util_pct = 30.9
die_w_um = 155
io-pin-count = 23
core_footprint_um2 = 22800

[flow_run]
warnings = 25
cap_violations = 0

[final_timing]
final_worst_clock_skew_ns = 0.00795
relSlewSlack_pct = 49.9
whs_ns = 0.474
final_worst_path_period_need_ns = 2.01
timing_hold_violations_final = 0
timing.final.setup_violations = 0
totalNegativeSetupSlack_ns = 0
unconstrained_endpoints = 136
drv_slew = 0
tightest_slew_ns = 0.752
rsz_0062_raised_after_global_routing = no
unclocked_pins = 85
min_period_over_period_pct = 50.2
fmax_ghz = 0.498
postLayoutSetupSlackWorst_ns = 1.99

[detailed_routing]
wl_per_cell_um = 11.6
drt-initial-drc-count = 263
vias = 4888
routed_via_density = 4.66
antennaDiodeCount = 0
antenna_left = 0
finalWirelength_um = 12200
remaining_drc_errors = 0
drtPass1Iterations = 4

[power_and_ir_drop]
p_total_w = 0.00161
vdd.ir_drop.worst_uv = 217
power_per_cell_area_nw_per_um2 = 203
cellLeakagePower_nw = 2.83

[worst_hold_path]
min_path_type = flop to flop
-- final cells by class --
| class | count | area [µm²] | area share, % |
|---|---|---|---|
| repair buffers | 30 | 275 | 3.47 |
| clock inverters | 4 | 97.6 | 1.23 |
| inverters | 9 | 33.8 | 0.426 |
| clock buffers | 12 | 256 | 3.23 |
| flip-flops and latches | 151 | 3440 | 43.4 |
| multi-input cells | 530 | 3440 | 43.3 |
| well taps | 313 | 392 | 4.94 |
-- final timing paths --
check	from	to	slack (ns)	cells after the start
setup reg to reg	DUT_TX.count[4]$_SDFF_PN0_	DUT_TX.uclk$_DFFE_PN_	1.99	4
hold reg to reg	DUT_RX.count[0]$_SDFF_PN0_	DUT_RX.count[0]$_SDFF_PN0_	0.47	1
hold / removal	DUT_RX.count[0]$_SDFF_PN0_	DUT_RX.count[0]$_SDFF_PN0_	0.47	1
setup / recovery	DUT_TX.count[4]$_SDFF_PN0_	DUT_TX.uclk$_DFFE_PN_	1.99	4
-- synth_stat cells, drive strengths merged (2+ instances only) --
cell type and n:
a21oi 4, a22o 8, a31oi 3, and2 7, and3 22, and4 15
buf 16, clkbuf 11, dfxtp 109, edfxtp 42, ha 4, inv 9
mux2i 3, nand2 38, nand3 51, nand4 45, nand4b 5, nor2 139
nor2b 6, nor3 12, nor3b 3, nor4 30, o21ai 3, o31a 2
or2 3, or4 2, xnor2 27, xor2 86
-- sequential cells by signal, summed over array words and instances, names as in the netlist --
name	count
DUT_TX.count	32
DUT_TX.state	1
DUT_RX.dout	8
DUT_RX.countbit	32
DUT_TX.tx	1
DUT_RX.count	32
DUT_RX.state	1
DUT_TX.uclk	1
DUT_TX.countbit	32
DUT_TX.temp	8
DUT_RX.done_rx	1
DUT_RX.uclk	1
DUT_TX.done_tx	1
-- power breakdown --
part | switching (W) | internal [W]
Sequential | 0 | 0.000667
Clock | 0.000277 | 0.000643
Combinational | 0.0000128 | 0.0000109
Total | 0.000289 | 0.00132
-- cells by family after synthesis --
group	Yosys count	share of synthesized area, %
compound gates	26	2.71
xor+xnor	113	14.1
fa+ha+maj	4	0.712
buf+inv	36	2.31
flops	151	49.0
mux	4	0.748
simple gates	383	30.4
-- through the flow --
stage | area, µm² | utilization [%] | cells
final | 7930 | 34.8 | 1049
after global routing | 7930 | 34.8 | 1049
after CTS | 7930 | 34.8 | 1049
after detailed placement | 7580 | 33.3 | 1033
after global placement | 7580 | 33.3 | 1033
after floorplan | 7030 | - | 717
-- layer usage --
metal / share of wire [%] / global-route usage, %
met1: 55 / 17.8
met3: 1.5 / 1.08
met5: 0 / 0
met4: 0.72 / 0.849
met2: 43 / 16.3
Power is estimated from default activity; no workload was simulated.
